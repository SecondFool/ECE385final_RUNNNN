File: ./config.mk
export PLATFORM = sky130hd
export DESIGN_NAME = ball
export DESIGN_NICKNAME = ball
export VERILOG_FILES = /design/flow/design.v
export SDC_FILE = /design/flow/constraint.sdc
export NUM_CORES = 4
export LEC_CHECK = 1
export CORE_UTILIZATION = 40
File: ./constraint.sdc
current_design ball

set clk_period 27.1
set clk_io_pct 0.2

create_clock -name clk0 -period $clk_period [get_ports {Clk}]

set non_clock_inputs [all_inputs -no_clocks]
set_input_delay [expr $clk_period * $clk_io_pct] -clock clk0 $non_clock_inputs
set_output_delay [expr $clk_period * $clk_io_pct] -clock clk0 [all_outputs]
File: ./design.v
module  ball ( input         Clk,                 
                             Reset,               
                             frame_clk,           
               input [9:0]   DrawX, DrawY,        
					input [7:0]   keycode,
               output logic  is_ball              
              );
    parameter [9:0] Ball_X_Center = 10'd320;   
    parameter [9:0] Ball_Y_Center = 10'd240;   
    parameter [9:0] Ball_X_Min = 10'd0;        
    parameter [9:0] Ball_X_Max = 10'd639;      
    parameter [9:0] Ball_Y_Min = 10'd0;        
    parameter [9:0] Ball_Y_Max = 10'd479;      
    parameter [9:0] Ball_X_Step = 10'd1;       
    parameter [9:0] Ball_Y_Step = 10'd1;       
    parameter [9:0] Ball_Size = 10'd4;         
    logic [9:0] Ball_X_Pos, Ball_X_Motion, Ball_Y_Pos, Ball_Y_Motion;
    logic [9:0] Ball_X_Pos_in, Ball_X_Motion_in, Ball_Y_Pos_in, Ball_Y_Motion_in;
    logic frame_clk_delayed, frame_clk_rising_edge;
    always_ff @ (posedge Clk) begin
        frame_clk_delayed <= frame_clk;
        frame_clk_rising_edge <= (frame_clk == 1'b1) && (frame_clk_delayed == 1'b0);
    end
    always_ff @ (posedge Clk)
    begin
        if (Reset)
        begin
            Ball_X_Pos <= Ball_X_Center;
            Ball_Y_Pos <= Ball_Y_Center;
            Ball_X_Motion <= 10'd0;
            Ball_Y_Motion <= Ball_Y_Step;
        end
        else
        begin
            Ball_X_Pos <= Ball_X_Pos_in;
            Ball_Y_Pos <= Ball_Y_Pos_in;
            Ball_X_Motion <= Ball_X_Motion_in;
            Ball_Y_Motion <= Ball_Y_Motion_in;
        end
    end
    always_comb
    begin
        Ball_X_Pos_in = Ball_X_Pos;
        Ball_Y_Pos_in = Ball_Y_Pos;
        Ball_X_Motion_in = Ball_X_Motion;
        Ball_Y_Motion_in = Ball_Y_Motion;
        if (frame_clk_rising_edge)
        begin
				case(keycode)
					8'd04:
						begin
							Ball_X_Motion_in = (~(Ball_X_Step) + 1'b1);
							Ball_Y_Motion_in = 1'b0;
						end
					8'd26:
						begin
							Ball_Y_Motion_in = (~(Ball_Y_Step) + 1'b1);
							Ball_X_Motion_in = 1'b0;
						end
					8'd07:
						begin
							Ball_X_Motion_in = Ball_X_Step;
							Ball_Y_Motion_in = 1'b0;
						end
					8'd22:
						begin
							Ball_Y_Motion_in = (Ball_Y_Step);
							Ball_X_Motion_in = 1'b0;
						end
					default:
						begin
						end
				endcase
            if( Ball_Y_Pos + Ball_Size >= Ball_Y_Max )   
                Ball_Y_Motion_in = (~(Ball_Y_Step) + 1'b1);    
            else if ( Ball_Y_Pos <= Ball_Y_Min + Ball_Size )  
                Ball_Y_Motion_in = Ball_Y_Step;
				if( Ball_X_Pos + Ball_Size >= Ball_X_Max ) 
                Ball_X_Motion_in = (~(Ball_X_Step) + 1'b1);  
            else if ( Ball_X_Pos <= Ball_X_Min + Ball_Size )  
                Ball_X_Motion_in = Ball_X_Step;
            Ball_X_Pos_in = Ball_X_Pos + Ball_X_Motion;
            Ball_Y_Pos_in = Ball_Y_Pos + Ball_Y_Motion;
        end
    end
    int DistX, DistY, Size;
    assign DistX = DrawX - Ball_X_Pos;
    assign DistY = DrawY - Ball_Y_Pos;
    assign Size = Ball_Size;
    always_comb begin
        if ( ( DistX*DistX + DistY*DistY) <= (Size*Size) ) 
            is_ball = 1'b1;
        else
            is_ball = 1'b0;
    end
endmodule
File: ./run.sh
#!/bin/bash
# OpenROAD 26Q1-2900-gdf79404cd8, Yosys 0.63+post, stock flow scripts
make -C /OpenROAD-flow-scripts/flow DESIGN_CONFIG=/design/flow/config.mk WORK_HOME=/design/flow/orfs finish
==> job_summary.md <==
### Flow metrics

| Metric | Value |
|---|---|
| Outcome | `finished, final reports clean` |
| Fraction of final layout cells sized beyond drive strength 1 | `0.0343` |
| Main flop type after synthesis | `dfxtp_1` |
| Cell seen most often among critical-path stages | `fa_1` |
| Final routed DRC violation total | `0` |
| Final period utilization | `0.754` |
| Total via count after detailed routing | `8196` |
| Die boundary width | `171 µm` |
| Total number of placement rows | `61` |
| Clock buffer count from CTS | `3` |
| Crit path DAT | `15.00 ns` |
| Worst hold path startpoint | `frame_clk_delayed` |
| Critical setup path kind | `input port to primary output` |
| Detailed-placement wirelength estimate | `22000 µm` |
| Layout overhead on the synthesized area | `8.21%` |
| Clock latency (worst-skew pair) | `0.26 ns` |
| Post-CTS repair timing setup buffer count | `0` |
| Height of the die | `171 µm` |
| Wire length of the first global-routing pass | `40500 µm` |
| Area share of and/or/nand/nor cells after synthesis | `0.120` |
| Area of the chip | `29300 µm²` |
| Crit start category | `input port` |
| Data required time at the worst endpoint | `21.68 ns` |
| Yosys synthesis warning count | `1` |
| Total detailed-routing wirelength | `24300 µm` |
| Chip Area, Yosys | `11400 µm²` |
| Cells after synthesis | `1278` |
| Clk buf depth | `2` |
| RSZ-0062 raised after global routing | `false` |
| Least-Margin Pin Slew | `0.874 ns` |
| Hold_buf cts | `0` |
| First-pass detailed-route iteration total | `5` |
| Antenna viol nets, final | `0` |
| Max-slew headroom at the worst pin | `0.418` |
| CTS clock-pin slew for the worst setup and hold paths | `0.07 ns` |
| CTS root buffer | `clkbuf_16` |
| Clock sink total | `26` |
| Max_cap viols | `0` |
| Final setup skew | `0.00262 ns` |
| Dominant comb cell | `adder cells` |
| Post-Route Setup TNS | `0 ns` |
| Number of design-rule violations left by the first detailed-router iteration | `351` |
| Register area share after synthesis | `0.0455` |
| Distinct lib cells | `76` |
| Type of the most critical hold path | `flop to flop` |
| Mean instance size in the synthesized netlist | `8.96 µm²` |
| Placed cell count | `1687` |
| Slowest stage cell, crit path | `fa_1` |
| Fa+ha+maj area frac | `0.568` |
| Critical path buffers and inverters | `10` |
| Last weighted congestion value of the routability-driven placer | `0.919` |
| Via count of the first global-routing pass | `8256` |
| Top-Level Pins | `32` |
| Number of antenna cells inserted | `0` |
| GRT Residual Overflow | `0` |
| Starting density of the core | `0.410` |
| Post-synthesis async set-or-reset flop share | `0` |
| Routed vias/inst | `4.85` |
| CTS tree | `built` |
| Number of failing setup endpoints in the final timing report | `0` |
| Endpoint class of the critical path | `primary output` |
| Fmax | `49.0 MHz` |
| Minimum clock period | `20.42 ns` |
| Endpoints failing hold | `0` |
| Aoi/oai-family share of the synthesized area | `0.0958` |
| Number of warnings in the stage logs | `32` |
| Start of the worst register-to-register path | `Ball_Y_Motion[8]` |
| Post-synth tally of flip-flops with integrated enable | `0` |
| Number of slew-limit violations in the final report | `0` |
| Origin of the worst setup path | `DrawY[0]` |
| Pin count of the biggest net entering global routing | `35` |
| Top Family by Delay on Critical Path | `adder cells` |
| MUX area fraction | `0.0105` |
| Flop and latch count out of synthesis | `26` |
| Worst-path maximum fanout | `12` |
| Commonest non-fill, non-tap cells in the layout | `inv_1 (345), fa_1 (246), ha_1 (126)` |
| Cts repair resizes | `0` |
| Core area | `27900 µm²` |
| Yosys Instances | `1278` |
| Maximum level of the CTS H-tree | `1` |
| Dominant logic cell type in the layout | `inv_1` |
| Xor-xnor portion of the synthesized cell area | `0.0396` |
| Delay contributed by the slowest stage of the critical path | `0.70 ns` |
| Routed wire length per instance | `14.4 µm` |
| Count of placed standard cells in the final layout, fillers left out | `1691` |
| Total global routing track utilization | `0.187` |
| Initial antenna violation count | `0` |
| PortBufs | `31` |
| Cell area after synthesis | `11400 µm²` |
[final timing paths]
| check | endpoint | slack, ns | depth (start not counted) |
|---|---|---|---|
| worst min-delay path | frame_clk_rising_edge | 0.38 | 1 |
| worst max-delay path | is_ball | 6.68 | 33 |
| worst min register to register | frame_clk_rising_edge | 0.38 | 1 |
| worst max register to register | Ball_Y_Pos[7] | 24.59 | 9 |
[layout make-up]
type / instances / area, µm²
clock buffers: 3 / 75.1
clock inverters: 1 / 30.0
fillers: 2748 / 15500
inverters: 353 / 1330
multi-input cells: 884 / 9540
flip-flops and latches: 26 / 520
well taps: 378 / 473
repair buffers: 46 / 423
[state kept, by name (all words and copies together), names as in the netlist]
name	cells
Ball_X_Pos	10
Ball_Y_Pos	10
Ball_X_Motion	2
Ball_Y_Motion	2
frame_clk_delayed	1
frame_clk_rising_edge	1
[per-layer routing]
layer	up-vias	track usage	share of wire
met1	3996	0.277	0.44
met2	167	0.295	0.48
met3	18	0.0539	0.072
li1	4015	-	-
met4	0	0.0186	0.012
met5	-	0	0
[stage by stage]
step / utilization / hold WS [ns] / worst slack, ns / cell area, µm²
3_3_place_gp: 0.440 / 0.375 / 6.75 / 12300
2_1_floorplan: - / 0.367 / 8.35 / 11400
5_1_grt: 0.443 / 0.403 / 5.99 / 12400
6_report: 0.443 / 0.382 / 6.68 / 12400
3_5_place_dp: 0.440 / 0.372 / 6.65 / 12300
4_1_cts: 0.443 / 0.383 / 6.59 / 12400
[kinds of logic (layout without fill, tap and decap cells)]
family / after synthesis / after routing
AND-OR/OR-AND: 157 / 157
XOR/XNOR: 50 / 50
adder cells (fa/ha/maj): 372 / 372
buffers and inverters: 368 / 403
flip-flops: 26 / 26
multiplexers: 12 / 12
AND/OR/NAND/NOR: 293 / 293
[Yosys cell counts (9+ instances only)]
cell type	instances	area (µm²)
fa_1	246	4920
mux2i_1	12	120
nor3_1	11	55.1
a21o_1	16	120
clkbuf_1	9	33.8
xnor2_1	40	350
dfxtp_1	26	521
nor2_1	120	450
inv_1	345	1290
ha_1	126	1580
a21oi_1	33	165
nand3_1	10	50.1
nand2_1	79	297
nor2b_1	11	68.8
o21ai_0	26	130
nand2b_1	12	75.1
